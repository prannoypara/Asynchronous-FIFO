## ./design.v

```verilog
`timescale 1ns / 1ps
module async_fifo(data_out, wr_full, rd_empty,
rd_clk, wr_clk, reset);
parameter WIDTH = 8;
parameter POINTER = 4;  
input rd_clk, wr_clk, reset;
output [WIDTH-1 : 0] data_out;
output wr_full, rd_empty;
wire [WIDTH-1 : 0] data_in;  
reg [POINTER : 0] rd_pointer, rd_sync_1, rd_sync_2;  
reg [POINTER : 0] wr_pointer, wr_sync_1, wr_sync_2;
wire [POINTER:0] rd_pointer_g,wr_pointer_g;    
wire [POINTER : 0] rd_pointer_sync;
wire [POINTER: 0] wr_pointer_sync;
parameter DEPTH = 1 << POINTER;  
reg [WIDTH-1 : 0] memory [DEPTH-1 : 0];  
reg full,empty;  
reg [7:0] tr_ptr;  
always @(posedge wr_clk or posedge reset) begin
if (reset) begin
wr_pointer <= 0;
tr_ptr<=0;
end
else if (full == 1'b0) begin
wr_pointer <= wr_pointer + 1;
tr_ptr<=tr_ptr+1;
memory[wr_pointer[POINTER-1 : 0]] <= data_in;  
end
end
SEND s(tr_ptr,data_in);  
always @(posedge wr_clk) begin
rd_sync_1 <= rd_pointer_g;  
rd_sync_2 <= rd_sync_1;
end
always @(posedge rd_clk or posedge reset) begin
if (reset) begin
rd_pointer <= 0;
end
else if (empty == 1'b0) begin
rd_pointer <= rd_pointer + 1;
end
end
always @(posedge rd_clk) begin
wr_sync_1 <= wr_pointer_g;  
wr_sync_2 <= wr_sync_1;
end
always @(*)
begin
if({~wr_pointer[POINTER],wr_pointer[POINTER-1:0]}==rd_pointer_sync)  
full = 1;
else
full = 0;
end
always @(*)
begin
if(wr_pointer_sync==rd_pointer)  
empty = 1;
else
empty = 0;
end
assign data_out = memory[rd_pointer[POINTER-1 : 0]];
assign wr_pointer_g = wr_pointer ^ (wr_pointer >> 1);  
assign rd_pointer_g = rd_pointer ^ (rd_pointer >> 1);
assign wr_pointer_sync[4]=wr_sync_2[4];    
assign wr_pointer_sync[3]=wr_sync_2[3] ^ wr_pointer_sync[4];
assign wr_pointer_sync[2]=wr_sync_2[2] ^ wr_pointer_sync[3];
assign wr_pointer_sync[1]=wr_sync_2[1] ^ wr_pointer_sync[2];
assign wr_pointer_sync[0]=wr_sync_2[0] ^ wr_pointer_sync[1];
assign rd_pointer_sync[4]=rd_sync_2[4];
assign rd_pointer_sync[3]=rd_sync_2[3] ^ rd_pointer_sync[4];
assign rd_pointer_sync[2]=rd_sync_2[2] ^ rd_pointer_sync[3];
assign rd_pointer_sync[1]=rd_sync_2[1] ^ rd_pointer_sync[2];
assign rd_pointer_sync[0]=rd_sync_2[0] ^ rd_pointer_sync[1];
assign wr_full = full;
assign rd_empty = empty;
endmodule
module SEND(wr_ptr,data_out);
output [7:0] data_out;
input [7:0] wr_ptr;
reg [7:0] input_rom [255:0];
integer i;
initial begin
for(i=0;i<255;i=i+1)
input_rom[i] = i+10;
end
assign data_out = input_rom[wr_ptr];
endmodule
```

## ./run.sh

```bash
#!/bin/bash
# OpenROAD 26Q1-2900-gdf79404cd8, Yosys 0.63+post, stock flow scripts
make -C /OpenROAD-flow-scripts/flow DESIGN_CONFIG=/design/flow/config.mk WORK_HOME=/design/flow/orfs finish
```

## ./config.mk

```make
export PLATFORM = sky130hd
export DESIGN_NAME = async_fifo
export DESIGN_NICKNAME = async_fifo
export VERILOG_FILES = /design/flow/design.v
export SDC_FILE = /design/flow/constraint.sdc
export NUM_CORES = 4
export LEC_CHECK = 1
export CORE_UTILIZATION = 30
```

## ./constraint.sdc

```tcl
current_design async_fifo

set clk_period 6.0
set clk_io_pct 0.2

create_clock -name clk0 -period $clk_period [get_ports {rd_clk}]
create_clock -name clk1 -period $clk_period [get_ports {wr_clk}]

set non_clock_inputs [all_inputs -no_clocks]
set_input_delay [expr $clk_period * $clk_io_pct] -clock clk0 $non_clock_inputs
set_output_delay [expr $clk_period * $clk_io_pct] -clock clk0 [all_outputs]
```

==> flow_metrics.py <==
# Metrics from the implementation run
metrics = {
    "run_status": {
        "status": "completed",
    },
    "yosys": {
        "synth_seq_share_pct": 70.7,
        "ys_cells": 437,
        "synth_cell_type_count": 48,
        "yosysChipArea_um2": 6640,
        "top_cells_by_area": "edfxtp_1, dfrtp_1, dfxtp_1, ha_1, a22oi_1",
        "async_reset_ff_share_pct": 10.8,
        "synthCells": 437,
        "enable_flop_cells": 128,
        "ff_type": "edfxtp_1",
        "ys_warn_count": 3,
        "top_cell_area_share_pct": 57.9,
        "ys_ff": 166,
        "syn_area_per_cell_um2": 15.2,
        "netlist_area_um2": 6640,
        "top_area_cell": "edfxtp_1",
    },
    "floorplan": {
        "std_cell_rows": 54,
        "initCoreUtil_pct": 30.5,
        "boundaryPins": 13,
        "die-area_um2": 22700,
        "die_h_um": 151,
        "fp.dieW_um": 151,
        "core_area_um2": 21800,
    },
    "worst_setup_path": {
        "worstPathArrival_ns": 3.18,
        "cp-end-kind": "output pin",
        "cp-start-kind": "flop",
        "slowest_stage": "clkdlybuf4s50_1",
        "crit_chain": "inv_1 -> ha_1 -> buf_4 -> or3_1 -> a2111oi_0 -> o21bai_1 -> buf_4 -> a21oi_1 -> o21ai_0 -> clkdlybuf4s50_1",
        "crit_path_frequent_cell": "buf_4",
        "critical-path-max-stage-delay_ns": 0.49,
        "cp_max_fo": 29,
        "cp_data_required_time_ns": 4.80,
        "path_class": "reg -> out",
    },
    "finish": {
        "instances_no_fill": 750,
        "n_fill_cell": 2020,
        "finalInstanceArea_um2": 7710,
        "final_cell_mix": "edfxtp_1, ha_1, a22oi_1, nand2_1",
        "drive_above_1_share_pct": 9.79,
        "area_delta_synth_final_pct": 16.0,
        "layout.cells.most_common": "edfxtp_1",
    },
    "route": {
        "firstDrtPassIters": 7,
        "final_antenna_net_count": 0,
        "drt_iter0_drc": 331,
        "wl_mm": 14.1,
        "drc": 0,
        "post_drt_wl_per_cell_um": 18.8,
        "viasPerCell": 5.00,
        "vias": 3753,
        "n_antenna_cell": 0,
    },
    "sta": {
        "skew_ns": 0.00840,
        "final_max_slew_viol_count": 0,
        "maxSlewHeadroom_pct": 44.8,
        "hold_violations": 0,
        "tns_ns": 0,
        "rsz0062_at_grt": "false",
        "setup_ws_ns": 1.62,
        "setup_violations": 0,
        "worst_pin_slew_ns": 0.827,
    },
    "pwr": {
        "vdd_drop_max_mv": 0.140,
        "leakage_nw": 2.65,
        "p_per_area_nw_per_um2": 305,
    },
    "place": {
        "dp_hpwl_mm": 8.82,
        "dpl_worst_slack_ns": 1.91,
        "placedInstanceArea_um2": 7080,
        "dp.cells": 715,
        "portBuffers": 11,
        "place_congestion": 0.843,
    },
    "clocking": {
        "cts-resized-gates": 0,
        "cts_tree": "yes",
        "cts.hold.buffers_added": 0,
        "clkTransAtPathRegs_ns": 0.06,
        "cts_setup_buffers": 0,
        "cts.sinks": 166,
    },
    "global_routing": {
        "antenna_found_initial": 0,
        "grt_pass1_vias": 3855,
        "grt_pass1_wl_mm": 21.8,
        "gr-total-overflow": 0,
        "grt_usage_pct": 13.7,
        "grt_max_degree": 30,
    },
    "min_path": {
        "hp-class": "reg -> reg",
    },
    "job": {
        "maxCapViolCount": 0,
        "warning_count": 42,
    },
}
-- logic make-up (layout without fill, tap and decap cells) --
kind of cell / after synthesis / in the layout / synth area share, %
buf+inv: 41 / 74 / 2.45
flops: 166 / 166 / 70.7
compound gates: 94 / 94 / 11.3
simple gates: 79 / 79 / 6.16
xor+xnor: 27 / 27 / 3.97
fa+ha+maj: 24 / 24 / 4.52
mux: 6 / 6 / 0.923
-- through the flow --
| stage | hold WS [ns] | util [%] | power, W |
|---|---|---|---|
| 3_5_place_dp | 0.312 | 32.5 | 0.00126 |
| 2_1_floorplan | 0.310 | - | 0.00125 |
| 5_1_grt | 0.302 | 35.4 | 0.00242 |
| 3_3_place_gp | 0.312 | 32.5 | 0.00126 |
| 6_report | 0.311 | 35.4 | 0.00235 |
| 4_1_cts | 0.297 | 35.4 | 0.00237 |
-- metal layers --
| layer | up-vias | routed length, µm | track usage [%] |
|---|---|---|---|
| met2 | 158 | 6680 | 21.0 |
| met1 | 1840 | 5820 | 18.8 |
| met5 | - | 0 | 0 |
| li1 | 1740 | - | - |
| met3 | 15 | 1360 | 6.48 |
| met4 | 0 | 212 | 2.10 |
-- worst max-delay path: cells and delay by family (launching register included) --
kind                       cells  cell delay, ns
and+or+nand+nor                1            0.40
AOI/OAI and AO/OA              4            0.82
adders and majority gates      1            0.19
DFF                            1            0.42
buffers and inverters          4            1.08
-- sequential cells by signal, summed over array words and instances, names as in the netlist --
register	cells
wr_pointer	5
rd_sync_1	5
wr_sync_1	5
wr_sync_2	5
rd_pointer	5
rd_sync_2	5
tr_ptr	8
memory	128
-- synth_stat cells (4+ instances only) --
library cell,number
a221oi_1,5
nor3_1,4
a22oi_1,23
o22ai_1,5
a21oi_1,8
clkbuf_1,18
o21ai_0,7
dfrtp_1,18
a22o_1,13
inv_1,20
xnor2_1,18
nor2_1,10
xor2_1,7
nand3_1,6
mux2i_1,5
dfxtp_1,20
o22a_1,5
nand2_1,21
and3_1,18
nand4_1,6
a222oi_1,15
edfxtp_1,128
ha_1,24
-- cell type report --
cell class              count  area, µm²  share of cell area [%]
clock buffers              20        500                    6.49
clock inverters            15        131                    1.70
inverters                  20       75.1                   0.974
multi-input cells         230       1790                    23.2
flip-flops and latches    166       4690                    60.9
well taps                 280        350                    4.54
repair buffers             19        170                    2.21
-- report_power, final --
group	switching, W	total [W]	internal [W]	leakage [nW]
logic	0.00000544	0.00000667	0.00000123	0.910
clock network	0.000458	0.00112	0.000659	0.302
registers	0.000000213	0.00122	0.00122	1.44
total	0.000463	0.00235	0.00188	2.65
-- final timing paths --
kind                       depth (start not counted)           from             to  slack [ns]
setup / recovery                                  10  rd_pointer[1]    data_out[0]        1.62
hold / removal                                     0  rd_pointer[4]   rd_sync_1[4]        0.31
setup reg to reg                                   5  wr_pointer[2]  memory[11][5]        3.18
hold reg to reg                                    0  rd_pointer[4]   rd_sync_1[4]        0.31
max in group clk1                                  4          reset  memory[11][5]        2.88
max in group asynchronous                          2          reset  rd_pointer[2]        4.06
min in group clk0                                  0   wr_sync_1[4]   wr_sync_2[4]        0.32
min in group asynchronous                          2          reset      tr_ptr[7]        1.25
Power is estimated from default activity; no workload was simulated.
